==> design/flow/design.v <==
module ALU_16bit (
	input [15:0] aIn, bIn,
	input [2:0] shifter,
	input clockIn,
	output [15:0] aShifted, bShifted, opCode,
	output crOut,
	output reg [15:0] accOut, tempDiffOut, diffOut,
	output reg zeroFlag
);
wire [15:0] wSum, wDiff;
wire wBrwOut, wCrIn, wCrOut;
wire wOpCode;
shifter shiftA (.listOut(aShifted[15:0]), .listIn(aIn[15:0]), .nShift(shifter));
shifter shiftB (.listOut(bShifted[15:0]), .listIn(bIn[15:0]), .nShift(shifter));
adder_bit16 add (.aIn(aShifted[15:0]), .bIn(bShifted[15:0]), .crIn(wCrIn), .sumOut(wSum), .crOut(WcROut));
assign wCrIn = (wOpCode == 3'b110)? wCrOut: 0;
assign crOut = (wOpCode == 3'b101)? wCrOut: (wOpCode == 3'b110)? wCrOut: 0;
subt_bit16 subt (.aIn(aShifted[15:0]), .bIn(bShifted[15:0]), .crIn(0), .diffOut(wDiff), .brw(wBrwOut));
always @(posedge(clockIn))
	begin
if (aIn[15:0] < bIn[15:0]) begin
	diffOut[15:0] = tempDiffOut[15:0];
	tempDiffOut[15:0] = tempDiffOut[15:0];
	end
else if (aIn[15:0] > bIn[15:0])
	begin
	diffOut[15:0] = wDiff[15:0];
	tempDiffOut[15:0] = wDiff[15:0];
	end
end
always @(aShifted[15:0] or bShifted[15:0] or opCode[2:0] or clockIn)
begin
	case({opCode})
	3'b000:accOut[15:0] = aShifted[15:0] & bShifted[15:0];
	3'b001:accOut[15:0] = aShifted[15:0] | bShifted[15:0];
	3'b010:accOut[15:0] = aShifted[15:0] ^ bShifted[15:0];
	3'b011:accOut[15:0] = ~aShifted[15:0];
	3'b100:accOut[15:0] = ~bShifted[15:0];
	3'b101:accOut[15:0] = wSum[15:0];
	3'b110:accOut[15:0] = wSum[15:0];
	3'b111:accOut[15:0] = wDiff[15:0];
	endcase
end
endmodule
module adder_bit16 (
	input [15:0] aIn, bIn,
	input crIn,
	output [15:0] sumOut,
	output crOut
);
wire w;
bit8adder bit8add0 (aIn[7:0], bIn[7:0], crIn, sumOut[7:0], w);
bit8adder bit8add1 (aIn[15:8], bIn[15:8], w, sumOut[15:8], crOut);
endmodule
module bit8adder (
	input [7:0] aIn, bIn,
	input crIn,
	output [7:0] sumOut,
	output crOut
);
wire w;
bit4adder bit4add0 (aIn[3:0], bIn[3:0], crIn, sumOut[3:0], w);
bit4adder bit4add1 (aIn[7:4], bIn[7:4], w, sumOut[7:4], cout);
endmodule
module bit4adder (
	input [3:0] aIn, bIn,
	input crIn,
	output [3:0] sumOut,
	output crOut
);
wire [2:0] w;
fullAdder AD0 (aIn[0], bIn[0], crIn, sumOut[0], w[0]);
fullAdder AD1 (aIn[1], bIn[1], w[0], sumOut[1], w[1]);
fullAdder AD2 (aIn[2], bIn[2], w[1], sumOut[2], w[2]);
fullAdder AD3 (aIn[3], bIn[3], w[2], sumOut[3], crout);
endmodule
module fullAdder (
	input aIn, bIn,
	input crIn,
	output sumOut, crOut
);
wire [2:0] w;
assign crOut = (aIn&&bIn) || (aIn&&crIn) || (bIn&&crIn);
assign sumOut = aIn ^ bIn ^ crIn;
endmodule
module shifter (
	output reg[15:0] listOut,
	input [15:0] listIn,
	input [2:0] nShift
);
always @(listIn or nShift)
begin
	case(nShift) 
	3'b000: begin  
	listOut[15:0] <= listIn[15:0]; 
	end
	3'b001: begin  
	listOut[15:1] <= listIn[14:0]; 
	listOut[0] <= 0;
	end
	3'b010: begin  
	listOut[14:0] <= listIn[15:1]; 
	listOut[15] <= 0;
	end
	3'b011: begin  
	listOut[15:1] <= listIn[14:0]; 
	listOut[0] <= listIn[15];
	end
	3'b100: begin  
	listOut[14:0] <= listIn[15:1]; 
	listOut[15] <= listIn[0];
	end
	default: listOut[15:0] <= listIn[15:0];
	endcase
end
endmodule
module subt_bit16 (
	input [15:0] aIn, bIn,
	input crIn,
	output [15:0] diffOut,
	output brw
);
wire w;
subt8bit ubt8bit0(aIn[7:0], bIn[7:0], crIn, diffOut[7:0], w);
subt8bit ubt8bit1(aIn[15:8], bIn[15:8], w, diffOut[15:8], brw);
endmodule
module subt8bit (
	input [7:0] aIn, bIn,
	input crIn,
	output [7:0] diffOut,
	output brw
);
wire w;
subt4bit sub4bit0(aIn[3:0], bIn[3:0], crIn, diffOut[3:0], w);
subt4bit sub4bit1(aIn[7:4], bIn[7:4], w, diffOut[7:4], brw);
endmodule
module subt4bit (
	input [3:0] aIn, bIn,
	input crIn,
	output [3:0] diffOut,
	output brw
);
wire [2:0] w;
fullsubt S0 (aIn[0], bIn[0], crIn, diffOut[0], w[0]);
fullsubt S1 (aIn[1], bIn[1], w[0], diffOut[1], w[1]);
fullsubt S2 (aIn[0], bIn[0], w[1], diffOut[2], w[2]);
fullsubt S3 (aIn[0], bIn[0], w[2], diffOut[3], brw);
endmodule
module fullsubt (
	input aIn, bIn,
	input crIn,
	output diffOut,
	output brw
); 
assign diffOut = aIn ^ bIn ^ crIn;
assign brw = ((~aIn)&bIn | ((~aIn)&crIn) | (bIn&crIn));
endmodule
==> design/flow/run.sh <==
#!/bin/bash
# OpenROAD 26Q1-2900-gdf79404cd8, Yosys 0.63+post, stock flow scripts
make -C /OpenROAD-flow-scripts/flow DESIGN_CONFIG=/design/flow/config.mk WORK_HOME=/design/flow/orfs finish
==> design/flow/config.mk <==
export PLATFORM = sky130hd
export DESIGN_NAME = ALU_16bit
export DESIGN_NICKNAME = ALU_16bit
export VERILOG_FILES = /design/flow/design.v
export SDC_FILE = /design/flow/constraint.sdc
export NUM_CORES = 4
export LEC_CHECK = 1
export CORE_UTILIZATION = 50
==> design/flow/constraint.sdc <==
current_design ALU_16bit

set clk_period 7.7
set clk_io_pct 0.2

create_clock -name clk0 -period $clk_period [get_ports {clockIn}]

set non_clock_inputs [all_inputs -no_clocks]
set_input_delay [expr $clk_period * $clk_io_pct] -clock clk0 $non_clock_inputs
set_output_delay [expr $clk_period * $clk_io_pct] -clock clk0 [all_outputs]
==> impl_report.txt <==
==== FLOW RESULTS ====
----------------------------------------------------
[Worst setup path]
  CP cell instances ........................ dlygate4sd2_1 > xor2_1 > a22oi_1 > nor2_1 > a221oi_4 > inv_2 > ha_4 > a21oi_4 > fa_2 > fa_1 > inv_1 > fa_2 > fa_2 > fa_2 > fa_2 > fa_2 > fa_2 > fa_2 > fa_2 > fa_2 > fa_2 > inv_1 > fa_1 > mux2_4
  Worst r2r src ........................ tempDiffOut[1]
  CP endpoint kind ........................ flop
  Cell type group with the largest total delay on the critical path ........................ adder cells
  Data required time of the worst path ........................ 7.73 ns
  Kind of start point of the critical path ........................ input port
  Largest driver fanout on the critical path ........................ 6
  Sum of buffers and inverters on the critical path ........................ 4
  Logic depth of the worst register-to-register path ........................ 1
  Slack of the worst reg-to-reg path ........................ 6.78 ns
  Most common cell type on the critical path ........................ sky130_fd_sc_hd__fa_2
  Worst EP arrival ........................ 7.56 ns
  Max stage delay cell, worst path ........................ sky130_fd_sc_hd__fa_1
  Critical path start-end classification ........................ input port to flop
  Reg-to-reg endpoint ........................ diffOut[1]
  Maximum cell stage delay along the critical path ........................ 0.42 ns

[Worst hold path]
  Worst Min Path Start ........................ tempDiffOut[10]
  Min-Delay Path Depth ........................ 1
  Endpoint with the worst hold slack ........................ diffOut[10]
  Hold WC Path Type ........................ flop to flop

[STA]
  Final Hold Violation Tally ........................ 0
  Slew at the pin closest to its max-slew limit ........................ 0.763 ns
  Maximum clock rate ........................ 0.133 GHz
  Total negative setup slack ........................ 0 ns
  Fin crit share ........................ 97.8%
  Final slew viol count ........................ 0
  Final setup skew ........................ 0.00776 ns
  Headroom to the max-slew limit ........................ 49.2%
  Setup repair after global routing missed its margin ........................ yes
  Fin crit period ........................ 7.53 ns
  Final tally of setup violations ........................ 0

[Synth]
  Synthesized area per cell ........................ 9.71 um^2
  Dominant cell type by area after synthesis ........................ sky130_fd_sc_hd__edfxtp_1
  Synth unique cells ........................ 40
  Seq share, synth ........................ 30.3%
  Async SR Flop Fraction ........................ 0%
  Area fraction in compound gates ........................ 12.8%
  EDFF count, synth ........................ 32
  Basic-gate share of the synthesized area counting and, or, nand and nor cells ........................ 8.51%
  Ranking of synthesized cells by area ........................ sky130_fd_sc_hd__edfxtp_1, sky130_fd_sc_hd__buf_4, sky130_fd_sc_hd__fa_1
  Adder Share, Synth ........................ 17.2%
  Yosys reg bits ........................ 32
  Area share of the largest cell type after synthesis ........................ 30.3%
  Post-synthesis cell count ........................ 327
  Mux cell area share after synthesis ........................ 7.57%
  Chip area line of the yosys report ........................ 3180 um^2
  Biggest combinational cell group after synthesis ........................ buffers and inverters
  XOR/XNOR Area Share ........................ 0.827%
  Syn Std Cell Area ........................ 3180 um^2
  Total cells reported by yosys after synthesis ........................ 327
  Top_reg_cell synth ........................ sky130_fd_sc_hd__edfxtp_1
  Syn. warnings ........................ 26

[Final layout]
  Final Instance Area ........................ 4210 um^2
  Synthesis-to-finish area growth ........................ 32.5%
  Most used cells in the layout excluding fill and tap cells ........................ sky130_fd_sc_hd__clkdlybuf4s50_1, sky130_fd_sc_hd__inv_1, sky130_fd_sc_hd__conb_1, sky130_fd_sc_hd__edfxtp_1, sky130_fd_sc_hd__buf_4
  Share of final-layout standard cells stronger than drive strength 1 ........................ 17.9%
  Share of the core filled with cells ........................ 69.9%
  Most instantiated logic cell after routing ........................ sky130_fd_sc_hd__clkdlybuf4s50_1
  Number of non-filler instances in the completed layout ........................ 494

[Place]
  DP Cell Count ........................ 487
  Final estimated routing congestion in global placement ........................ 0.889
  HPWL after detailed placement ........................ 5560 um
  Quantity of I/O buffers inserted on ports ........................ 99
  Area after DPL ........................ 4120 um^2

[Drt]
  Post-DRT Antenna Nets ........................ 0
  Count of antenna diodes in the layout ........................ 0
  Final Routed Wirelength ........................ 6780 um
  First-pass detailed-route iteration total ........................ 4
  Per-cell routed wire length ........................ 13.7 um
  DR DRC count ........................ 0
  DR iter-0 viols ........................ 70
  Vias per cell ........................ 4.89
  DR vias ........................ 2416

[Floorplan]
  Core footprint ........................ 6030 um^2
  Top-level port count ........................ 134
  Vertical die size ........................ 81.7 um
  Site Rows ........................ 28
  Die area ........................ 6670 um^2
  Starting density of the core ........................ 52.7%
  Horizontal die dimension ........................ 81.7 um

[GRT]
  Gr usage total ........................ 21.6%
  First-pass GRT wire length ........................ 10700 um
  Via count of the first global-routing pass ........................ 2315
  Pin count of the biggest net entering global routing ........................ 20
  Global-route congestion overflow total ........................ 0
  Initial antenna violation count ........................ 0

[Job]
  Max-cap violations ........................ 0
  Tally of OpenROAD warnings ........................ 34

[Clock network]
  Longest Clk Path Bufs ........................ 2
  Sink Count ........................ 32
  Setup Fix Bufs, Post-CTS ........................ 0
  CTS Root Buffer Type ........................ sky130_fd_sc_hd__clkbuf_8
  Hold Buf Count CTS ........................ 0
  Clock Pin Slew Worst Setup and Hold Paths ........................ 0.07 ns
  Late-Pin Clk Latency ........................ 0.28 ns
  Number of H-tree levels ........................ 2
  Clock buffer count from CTS ........................ 5
  CTS tree ........................ done

[Run status]
  Outcome ........................ finished clean

[Power and ir drop]
  Leakage Power ........................ 1.86 nW
  Total power after layout ........................ 788 uW
  Max rail drop VDD ........................ 0.000206 V
  PwrDens ........................ 187 nW/um^2

----------------------------------------------------
## how the worst max path moves through the flow
stage           from  cells past startpoint  slack, ns          end
4_1_cts       aIn[1]                     24       0.04  diffOut[14]
5_1_grt       aIn[0]                     24      -0.08  diffOut[14]
6_report  shifter[1]                     24       0.17  diffOut[14]
## what timing repair did
item / 4_1_cts / 5_1_grt
gates resized: 4 / 4
pin swaps: 0 / 2
endpoints found under the hold margin: 0 / 0
endpoints found under the setup margin: 1 / 3
## kinds of logic (layout without fill, tap and decap cells)
family	Yosys count	after routing
flip-flops	32	32
buffers and inverters	119	178
XOR/XNOR	3	3
adder cells (fa/ha/maj)	34	34
AND-OR/OR-AND	59	59
AND/OR/NAND/NOR	60	60
other	1	34
multiplexers	19	19
## per-stage QoR
step	setup slack, ns	hold WS, ns
3_3_place_gp	-0.437	0.561
2_1_floorplan	-0.00465	0.525
3_5_place_dp	-0.498	0.565
6_report	0.169	0.572
5_1_grt	-0.0840	0.596
4_1_cts	0.0404	0.576
## metal layers
layer	vias to the layer above	share of wire (%)	GRT usage (%)
met1	1126	45	31.5
li1	1204	-	-
met4	0	1.1	3.16
met2	80	51	37.2
met5	-	0	0
met3	6	3.9	2.14
## synth_stat cells (all sizes together) (3+ instances only)
cell type	instances
buf	71
inv	41
edfxtp	32
nand2	24
nor2	21
ha	18
fa	16
mux2	16
a21oi	15
o22ai	13
a22oi	8
clkbuf	7
o221ai	7
nand4	4
a21o	3
a221oi	3
mux2i	3
nor2b	3
o21ai	3
## state kept, by name, indices dropped and copies added (netlist names)
register     count
diffOut         16
tempDiffOut     16
## where the power goes
| group | switching (mW) | internal [mW] | total [mW] |
|---|---|---|---|
| clock network | 0.0537 | 0.0594 | 0.113 |
| logic | 0.129 | 0.248 | 0.376 |
| registers | 0.0215 | 0.277 | 0.299 |
## area by class of cell
class | instances | area (um^2)
Multi-Input combinational cell | 209 | 1700
Inverter | 41 | 154
Fill cell | 474 | 1820
Tap cell | 75 | 93.8
Timing Repair Buffer | 130 | 1220
Clock buffer | 5 | 68.8
Clock inverter | 2 | 7.51
Sequential cell | 32 | 961
Power figures rest on the tool's default switching activity, not on a simulated workload.
